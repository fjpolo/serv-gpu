`./design.v`:
```
module shared_memory (
    input wire clk,
    input wire [31:0] addr,
    input wire [31:0] data_in,
    input wire we,
    output reg [31:0] data_out
);
    reg [31:0] mem [0:255];
    initial begin
        for (integer i = 0; i < 16; i = i + 1)
            mem[i] = i + 1;   
        for (integer i = 16; i < 32; i = i + 1)
            mem[i] = 0;
    end
    always @(posedge clk) begin
        if (we)
            mem[addr] <= data_in;   
        data_out <= mem[addr];      
    end
endmodule
```
`./run.sh`:
```
#!/bin/bash
# OpenROAD 26Q1-2900-gdf79404cd8, Yosys 0.63+post, stock flow scripts
make -C /OpenROAD-flow-scripts/flow DESIGN_CONFIG=/design/flow/config.mk WORK_HOME=/design/flow/orfs finish
```
`./config.mk`:
```
export PLATFORM = sky130hd
export DESIGN_NAME = shared_memory
export DESIGN_NICKNAME = shared_memory
export VERILOG_FILES = /design/flow/design.v
export SDC_FILE = /design/flow/constraint.sdc
export NUM_CORES = 4
export LEC_CHECK = 1
export CORE_UTILIZATION = 50
export SYNTH_MEMORY_MAX_BITS = 65536
```
`./constraint.sdc`:
```
current_design shared_memory

set clk_period 66.6
set clk_io_pct 0.2

create_clock -name clk0 -period $clk_period [get_ports {clk}]

set non_clock_inputs [all_inputs -no_clocks]
set_input_delay [expr $clk_period * $clk_io_pct] -clock clk0 $non_clock_inputs
set_output_delay [expr $clk_period * $clk_io_pct] -clock clk0 [all_outputs]
```
==> run notes <==
Figures from the implementation reports.

- The flow ran to the end, and the final reports show no timing, DRC or antenna violations.
- The placer's final routability congestion estimate reads 0.901.
- The proportion of synthesized chip area in sequential cells reads 79.8%.
- The endpoint required time on the critical path reads 67640 ps.
- The die span in y is a little under 800 um.
- The total wire length reads 860000 um.
- In the final report, the number of endpoints failing setup comes to 0.
- The detail route stage leaves a number of antenna-violating nets equal to 0.
- The mapped cell area is 309000 um^2.
- The slack of the critical path is 46170 ps.
- The chip area from the yosys synthesis statistics is roughly 310000 um^2.
- The core region is 615000 um^2.
- As reported, the later end of the worst-skew pair has a clock insertion delay of 1210 ps.
- The H-tree level count is 6.
- Looking at the clock tree report, the root buffer type is sky130_fd_sc_hd__clkbuf_16.
- The initial antenna violation count reads 41.
- The total global-route track usage is 31.7%.
- In this run the biggest area consumer among cell types represents 79.6% of the synthesized area.
- The final max-slew violation count recorded for this run is 0.
- The highest ir drop seen on vdd is 31.3 uV.
- Looking at the clock tree report, the maximum root-to-sink buffer count equals 4.
- Counting instances in the post-synthesis netlist gives the leading cell types as 8192 x sky130_fd_sc_hd__edfxtp_1, 2048 x sky130_fd_sc_hd__mux4_2, 1024 x sky130_fd_sc_hd__a22oi_1, 512 x sky130_fd_sc_hd__a21oi_1, 498 x sky130_fd_sc_hd__clkbuf_1.
- The number of setup buffers added after CTS is 0.
- The via count of the routed design is approximately 150k.
- The count of clock tree sinks reads approximately 8200.
- The critical path in this run is classified as in -> reg.
- For this run, the leading register cell type out of synthesis is sky130_fd_sc_hd__edfxtp_1.
- Setup total negative slack on the finished layout was measured at 0 ps.
- STA classifies the critical path startpoint as a primary input.
- The mean routed wirelength per cell reads between 30 and 40 um.
- The number of instances resized during post-cts repair reads 0.
- Along the worst path, the maximum fanout reaches 32.
- The shortest clock period the worst path allows after layout is 20430 ps.
- Ranked by total cell area, the synthesized netlist is headed by sky130_fd_sc_hd__edfxtp_1 80%, sky130_fd_sc_hd__mux4_2 15%, sky130_fd_sc_hd__a22oi_1 2.5%, sky130_fd_sc_hd__a21oi_1 0.83%, sky130_fd_sc_hd__clkbuf_1 0.60%.
- The clock tree from TritonCTS reads done.
- The total half-perimeter wirelength after legalization and detailed placement reads 488000 um.
- The power per cell area reads 30.1 nW/um^2.
- TritonCTS created roughly 800 clock buffers.
- The depth of the worst hold-timing path is 5.
- The row count is 288.
- The starting utilization of the core area reads 50.2%.
- The yosys cell count reads ~13000.
- Port buffering added around 73 buffers.
- The quantity of hold-fixing buffers added after cts reads 0.
- The relative slew slack reads a little under a quarter.
- Synthesis instantiated 22 different standard cells from the library.
- The max-cap check violation count is 0.
- In this run the tools logged warnings totalling 50.
- The post-synthesis cell type with the largest combined area reads sky130_fd_sc_hd__edfxtp_1.
- For the pin with the worst max-slew slack, the measured transition is roughly 1100 ps.
- The final timing report lists a hold violation count of 0.
- The remaining global-route overflow reads 0.
- The chip width is 788 um.
- The total number of yosys warnings reads 1.
- The number of filler cells placed in the layout reads 42599.
- The synthesized area per cell reads 23.6 um^2.
- After clock tree synthesis, the clock-pin slew on the worst setup and hold paths is 60 ps.
- The layout overhead on the synthesized area is 13.6%.
- The fraction of synthesis flops using an asynchronous set or reset pin is 0%.
- The worst setup path is captured at a flip-flop.
- The die footprint is around 620000 um^2.
- Entering global routing, the biggest net connects 87 pins.
- The number of instances in the synthesized netlist is 13087.
- Setup slack on the worst path after placement came out at between 40000 and 50000 ps.
- Pin placement for this block handled 98 I/O pins.
- The number of global-route vias before repair came to 165863.
- The final timing summary puts the cycle share of the worst path at 30.7%.
- The global-route wire length before repair reads 1200000 um.
- The fmax reads just under 50 MHz.
- The number of register bits inferred by synthesis is 8224.
- The number of cells on the worst reg-to-reg path is 6.
- The classification of the worst-slack hold path is reg -> reg.
- Once placement finished, the instance area stood at 326000 um^2.
- The share of layout cells above drive strength 1 reads 29.9%.
- After detailed routing, the number of remaining DRC violations is 0.
- The data arrival time at the worst-slack endpoint is 21470 ps.
- The clock arrives with 92.8 ps of skew.
- After routing the design area is 351000 um^2.
- The number of optimization iterations in the first detailed-route pass reads 6.
- The most frequently used library cell after synthesis is sky130_fd_sc_hd__edfxtp_1.
- The count of library flops with an enable pin is 8192.
- The cell leakage power reads 0.107 uW.
- The initial DRC count is 8809.
- Setup repair after global routing left no endpoint under its margin.
- The average vias per placed instance reads 6.40.
## final cells by class
class	instances	area, um^2	share of cell area [%]
diodes	59	148	0.0420
clock buffers	1017	21100	6.01
clock inverters	434	4120	1.17
inverters	1	3.75	0.00107
multi-input cells	4066	61600	17.6
flip-flops and latches	8224	247000	70.2
well taps	8120	10200	2.89
repair buffers	910	7360	2.10
## power breakdown
group | total, uW | leakage, uW | internal, uW | switching [uW]
Combinational | 494 | 0.0211 | 166 | 328
Clock | 4370 | 0.0123 | 2480 | 1890
Sequential | 5720 | 0.0739 | 5710 | 16.8
Total | 10600 | 0.107 | 8350 | 2230
## final timing paths
| path | endpoint | slack (ps) | startpoint |
|---|---|---|---|
| max | data_out[17]$_DFF_P_ | 46170 | addr[0] |
| min | data_out[28]$_DFF_P_ | 930 | mem[215][28]$_DFFE_PP_ |
| max reg2reg | data_out[16]$_DFF_P_ | 63120 | mem[63][16]$_DFFE_PP_ |
| min reg2reg | data_out[28]$_DFF_P_ | 930 | mem[215][28]$_DFFE_PP_ |
## through the flow
stage,total power (uW),std cells,hold slack (ps),utilization (%)
floorplan,6060,13087,819,-
finish,10600,22831,928,57.1
CTS,10600,22772,935,57.0
global placement,6310,21321,924,52.9
detailed placement,6320,21321,916,52.9
global route,10900,22813,984,57.1
## flip-flops by register name, summed over array words and instances, names as in the netlist
name	cells
mem	8192
data_out	32
## worst max-delay path: stages
cell and delay (ps):
sky130_fd_sc_hd__buf_16 230, sky130_fd_sc_hd__buf_4 450, sky130_fd_sc_hd__buf_4 720, sky130_fd_sc_hd__buf_4 550, sky130_fd_sc_hd__buf_4 620, sky130_fd_sc_hd__buf_4 610
sky130_fd_sc_hd__buf_4 560, sky130_fd_sc_hd__buf_4 620, sky130_fd_sc_hd__buf_4 620, sky130_fd_sc_hd__buf_4 640, sky130_fd_sc_hd__mux4_2 580, sky130_fd_sc_hd__a22oi_1 220
sky130_fd_sc_hd__a21oi_1 170, sky130_fd_sc_hd__o41ai_2 890, sky130_fd_sc_hd__buf_4 320, sky130_fd_sc_hd__nand4_1 110
## cell families (layout without fill, tap and decap cells)
family                 after synthesis  count (layout)  share of synthesized area [%]
muxes                             2048            2048                           14.9
AOI/OAI and AO/OA                 1664            1664                           3.68
and+or+nand+nor                    354             354                          0.489
buffers and inverters              797            2362                           1.09
other                                0              59                              0
DFF                               8224            8224                           79.8
## metal layers
| metal | routed length [um] | vias up | track usage [%] |
|---|---|---|---|
| met3 | 204000 | 1683 | 32.8 |
| met5 | 3320 | - | 4.84 |
| met1 | 223000 | 72792 | 33.1 |
| li1 | - | 58856 | - |
| met2 | 390000 | 12608 | 42.6 |
| met4 | 39900 | 82 | 10.8 |
## layout by cell type (no fill, tap or decap), drive strengths merged
cell and instances:
nand2b 6, clkdlybuf4s50 39, nor2b 7, clkbuf 1017, nand2 28, clkinvlp 19, and2 3, nand3 13
a21oi 512, bufinv 63, o41ai 128, edfxtp 8192, nor3 30, mux4 2048, or3 1, a22oi 1024
or2 2, nor2 232, clkinv 323, nand4 32, diode 59, dfxtp 32, buf 871, inv 30
Power is estimated from default activity; no workload was simulated.
