File: run.sh
#!/bin/bash
# OpenROAD 26Q1-2900-gdf79404cd8, Yosys 0.63+post, stock flow scripts
make -C /OpenROAD-flow-scripts/flow DESIGN_CONFIG=/design/flow/config.mk WORK_HOME=/design/flow/orfs finish
File: config.mk
export PLATFORM = sky130hd
export DESIGN_NAME = instruction_memory
export DESIGN_NICKNAME = instruction_memory
export VERILOG_FILES = /design/flow/design.v
export SDC_FILE = /design/flow/constraint.sdc
export NUM_CORES = 4
export LEC_CHECK = 1
export CORE_AREA = 10 10 70 70
export DIE_AREA = 0 0 80 80
export SYNTH_MEMORY_MAX_BITS = 65536
File: constraint.sdc
current_design instruction_memory

set clk_period 3.0
set clk_io_pct 0.2

create_clock -name clk0 -period $clk_period [get_ports {clk}]

set non_clock_inputs [all_inputs -no_clocks]
set_input_delay [expr $clk_period * $clk_io_pct] -clock clk0 $non_clock_inputs
set_output_delay [expr $clk_period * $clk_io_pct] -clock clk0 [all_outputs]
File: design.v
module instruction_memory (
    input wire clk,
    input wire [31:0] addr,
    output reg [31:0] data_out
);
    reg [31:0] mem [0:255];
    initial begin
        mem[0] = 32'h00500093;   
        mem[1] = 32'h00800113;   
        mem[2] = 32'h01000193;   
        mem[3] = 32'h00008233;   
        mem[4] = 32'h002102b3;   
        mem[5] = 32'h00318333;   
        mem[6] = 32'h00022383;   
        mem[7] = 32'h0002a403;   
        mem[8] = 32'h008383b3;   
        mem[9] = 32'h00932023;   
        mem[10] = 32'hffdff06f;  
        for (integer i = 11; i < 256; i = i + 1)
            mem[i] = 32'h00000000;
    end
    always @(posedge clk) begin
        data_out <= mem[addr];
    end
endmodule
==> out/qor.yml <==
place:
  place_ws_ns: 0.7761
  routabilityCongestion: 0.8121
  dp_hpwl_um: 1481
  port_buffers: 39
  placed_cells: 154
run_status:
  status: "finished, final reports clean"
synth:
  synthCells: 89
  ys_warn_count: 1
  ys.flop_type: "dfxtp_1"
  top_cell: "dfxtp_1"
  area_leaders: "dfxtp_1, buf_4, ha_1, a21oi_1, nand2b_1"
  synth_top_area_share: 0.4084
  top_cells_by_count: "dfxtp_1, buf_4, a21oi_1"
  edf_count: 0
  synthArstFlopShare: 0
  ys_cells: 89
  synth_seq_share: 0.4084
  synth-seq-cells: 17
  synth.distinct_cells: 25
  synth_area_um2: 833.3
  ys_area_um2: 833.3
  top_area_cell: "dfxtp_1"
  synth_area_per_cell_um2: 9.363
die:
  dieArea_um2: 6400
  fp-row-count: 21
  die_width_um: 80
  die_y_um: 80
  core_um2: 3416
  initCoreUtil: 0.2440
  io-pin-count: 65
global_route:
  grt_usage: 0.05432
  grt_remaining_overflow: 0
  antenna_found_initial: 0
  grt_pass1_wl_um: 2842
  grt_pass1_vias: 631
  grt_max_degree: 18
clock_tree:
  cts_tree: "built"
  holdBufCountCts: 0
  htreeDepth: 1
  post_cts_buffers: 0
  cts_root_buffer: "clkbuf_4"
  clock-sinks: 17
  cts_buffer_depth: 2
  cts_resized: 0
  cts_buffers: 3
  clk_pin_slew_ns: 0.09
critical_path:
  crit_path_start_kind: "register"
  critPathSlowestCell: "dfxtp_1"
  crit_required_ns: 2.40
  max_stage_delay_ns: 0.55
  crit_path_end_kind: "output port"
  path_buffers: 1
  crit_fanout: 14
  worstPathCellList: "clkdlybuf4s50_1"
  crit_family: "flip-flops"
  cp.arrival_ns: 1.38
  worstSetupPathType: "register to output port"
final_layout:
  largest-register: "data_out"
  largest_reg_flops: 17
  finalNonFillerCells: 158
  drive_gt1_frac: 0.08036
  fillers: 354
  top_regs: "data_out x17"
  syn_to_final_growth_pct: 40.09
  final_util: 0.3418
timing:
  tightestPinTransition_ns: 0.5721
  slew-limit-headroom: 0.6174
  fin_ws_ns: 1.020
  fin_tns_setup_ns: 0
  slew_violations: 0
  setup-violations-final: 0
  fmax_ghz: 0.5049
  fin_crit_ns: 1.980
  period_used_share: 0.6602
  rsz0062_at_grt: "no"
  hold_violations: 0
route:
  num_antenna_cells: 0
  vias: 653
  via_per_inst: 4.133
  remaining_drc_errors: 0
  ant_nets: 0
  wl_per_cell_um: 11.66
  drt_iter0_markers: 13
  dr.pass1.iters: 2
  routed_wl_um: 1842
flow_run:
  warnings: 53
  drv_cap: 0
power_and_ir_drop:
  powerDensity_nw_per_um2: 344.5
  p_leak_uw: 0.0004244
  ir_drop_uv: 271.9
min_path:
  holdCritPathClass: "input pin to register"
==> kinds of logic (layout without fill, tap and decap cells) <==
family,after synthesis,in the layout,synth area share
and+or+nand+nor,28,28,0.1802
buffers and inverters,22,45,0.1787
DFF,17,17,0.4084
AOI/OAI and AO/OA,13,13,0.1171
adders and majority gates,5,5,0.07508
muxes,3,3,0.03604
other,1,1,0.004500
==> metrics by stage <==
stage / power [uW] / area, um^2 / hold slack, ns
global placement: 287.7 / 1140 / 1.283
CTS: 408.0 / 1167 / 1.049
global route: 423.2 / 1167 / 1.085
detailed placement: 288.4 / 1140 / 1.278
finish: 402.2 / 1167 / 1.075
floorplan: 267.2 / 833.3 / 0.6791
==> power breakdown <==
group          total (uW)  leakage (uW)  internal [uW]  switching [uW]
registers             229      0.000137            228           0.785
logic                54.4      0.000269           29.2            25.2
clock network         119     0.0000177           49.5            69.3
==> worst paths after layout <==
kind,slack [ns],startpoint,endpoint,cells after the start
min,1.07,addr[1],data_out[21],2
max,1.02,data_out[30],data_out[6],1
==> cell usage in the layout, fill, tap and decap left out <==
| cell | count |
|---|---|
| nor2b_1 | 3 |
| clkbuf_4 | 3 |
| a2111oi_2 | 2 |
| clkinv_2 | 1 |
| inv_1 | 2 |
| ha_1 | 5 |
| nor3b_1 | 1 |
| nor3_1 | 3 |
| o21a_1 | 1 |
| and2_1 | 1 |
| or4_4 | 1 |
| nand2_1 | 6 |
| nor4_1 | 1 |
| dfxtp_1 | 17 |
| a21oi_1 | 7 |
| o22a_1 | 2 |
| nor2_1 | 5 |
| mux2i_1 | 3 |
| nand2b_1 | 5 |
| or2_2 | 2 |
| clkdlybuf4s50_1 | 39 |
| a21o_1 | 1 |
| conb_1 | 1 |
==> cell type report <==
type,instances,area (um^2),area share
sequential,17,340.3,0.2915
inverter,2,7.507,0.006431
timing repair buffer,39,390.4,0.3344
multi-input combinational,50,344.1,0.2947
tap,46,57.56,0.04930
clock inverter,1,5.005,0.004287
clock buffer,3,22.52,0.01929
==> layer usage <==
metal / share of wire / GRT usage / routed length, um
met1: 0.40 / 0.06040 / 739
met2: 0.42 / 0.08989 / 774
met5: 0 / 0 / 0
met4: 0.0043 / 0.001761 / 8
met3: 0.17 / 0.03523 / 319
Power figures rest on the tool's default switching activity, not on a simulated workload.
